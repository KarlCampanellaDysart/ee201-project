--- flow/config.mk ---
export PLATFORM = sky130hd
export DESIGN_NAME = debounce
export DESIGN_NICKNAME = debounce
export VERILOG_FILES = /design/flow/design.v
export SDC_FILE = /design/flow/constraint.sdc
export NUM_CORES = 4
export LEC_CHECK = 1
export CORE_UTILIZATION = 30
--- flow/design.v ---
`timescale 1ns / 1ps
module debounce
   (
    input wire clk, reset,
    input wire sw,
    output reg db_level, db_tick
   );
   localparam  [1:0]
               zero  = 2'b00,
               wait0 = 2'b01,
               one   = 2'b10,
               wait1 = 2'b11;
   localparam N=21;
   reg [N-1:0] q_reg, q_next;
   reg [1:0] state_reg, state_next;
    always @(posedge clk, posedge reset)
       if (reset)
          begin
             state_reg <= zero;
             q_reg <= 0;
          end
       else
          begin
             state_reg <= state_next;
             q_reg <= q_next;
          end
   always @*
   begin
      state_next = state_reg;    
      q_next = q_reg;            
      db_tick = 1'b0;            
      case (state_reg)
         zero:
            begin
               db_level = 1'b0;
               if (sw)
                  begin
                     state_next = wait1;
                     q_next = {N{1'b1}};  
                  end
            end
         wait1:
            begin
               db_level = 1'b0;
               if (sw)
                  begin
                     q_next = q_reg - 1;
                     if (q_next==0)
                        begin
                           state_next = one;
                           db_tick = 1'b1;
                        end
                  end
               else  
                  state_next = zero;
            end
         one:
            begin
               db_level = 1'b1;
               if (~sw)
                  begin
                     state_next = wait0;
                     q_next = {N{1'b1}};  
                  end
            end
         wait0:
            begin
               db_level = 1'b1;
               if (~sw)
                  begin
                     q_next = q_reg - 1;
                     if (q_next==0)
                        state_next = zero;
                  end
               else  
                  state_next = one;
            end
         default: state_next = zero;
      endcase
   end
endmodule
--- flow/run.sh ---
#!/bin/bash
# OpenROAD 26Q1-2900-gdf79404cd8, Yosys 0.63+post, stock flow scripts
make -C /OpenROAD-flow-scripts/flow DESIGN_CONFIG=/design/flow/config.mk WORK_HOME=/design/flow/orfs finish
--- flow/constraint.sdc ---
current_design debounce

set clk_period 5.8
set clk_io_pct 0.2

create_clock -name clk0 -period $clk_period [get_ports {clk}]

set non_clock_inputs [all_inputs -no_clocks]
set_input_delay [expr $clk_period * $clk_io_pct] -clock clk0 $non_clock_inputs
set_output_delay [expr $clk_period * $clk_io_pct] -clock clk0 [all_outputs]
==> flow_metrics.py <==
# Physical implementation metrics
metrics = {
    "placement": {
        "routabilityCongestion": 0.863,
        "dp_hpwl_mm": 2.23,
        "portBuffers": 4,
    },
    "routing": {
        "drcViolationCount": 0,
        "n_antenna_cell": 0,
        "first_pass_iters": 4,
        "num_vias": 1308,
        "vias_per_cell": 5.27,
        "drtIter0Drc": 78,
        "wl_per_cell_um": 13.4,
        "wirelength_mm": 3.32,
        "ant_nets": 0,
    },
    "setup_path": {
        "crit_arrival_ns": 3.23,
        "worst_setup_path_start_kind": "flip-flop",
        "r2r_slack_ns": 3.15,
        "r2r-start": "q_reg[1]",
        "crit_start": "q_reg[1]",
        "end_kind": "output port",
        "crit_required_ns": 4.64,
        "reg2reg_depth": 7,
        "r2r_end": "state_reg[1]",
        "crit_end": "db_tick",
        "path_max_fanout": 7,
        "worstSetupPathType": "reg -> out",
    },
    "power": {
        "ir_drop_mv": 0.142,
        "power_density_nw_per_um2": 197,
        "power.leakage_nw": 0.550,
    },
    "logic_synthesis": {
        "synth.yosys.seq_area_share_pct": 39.9,
        "yosys_warnings": 1,
        "yosysChipArea_um2": 1570,
        "synth-edff-count": 0,
        "syn_area_um2": 1570,
        "synth_flops": 25,
        "async_reset_ff_share_pct": 100,
        "synth_cell_types": 44,
        "ff_type": "dfrtp_1",
        "avgSynthCellArea_um2": 8.68,
        "syn_inst": 181,
        "yosysCellCount": 181,
    },
    "floorplan": {
        "core-area_um2": 4880,
        "die_w_um": 74.4,
        "die_h_um": 74.4,
        "num_io_pins": 5,
        "rows": 25,
        "initial_utilization_pct": 32.2,
        "die-area_um2": 5530,
    },
    "sta": {
        "min_period_ns": 4.39,
        "relSlewSlack_pct": 44.6,
        "max_freq_ghz": 0.228,
        "fin_crit_sh_pct": 75.6,
        "holdWs_ns": 0.526,
        "slew_viol_final": 0,
        "grt_setup_unrepaired": "false",
        "skew_ns": 0.00999,
        "tightestPinTransition_ns": 0.827,
        "setup-tns-final_ns": 0,
        "finalSetupViolations": 0,
        "hold_viol": 0,
    },
    "cts": {
        "cts_tree": "done",
        "clock_latency_ns": 0.27,
        "cts_setup_buffers": 0,
        "clk_pin_slew_ns": 0.10,
        "clock-sinks": 25,
        "clockRootBuffer": "clkbuf_8",
        "cts_hold_buf": 0,
        "clockBufferDepth": 2,
        "htreeDepth": 1,
        "cts.repair.resized": 0,
        "cts_buffers": 3,
    },
    "final_layout": {
        "largest_reg_flops": 21,
        "area_growth_pct": 8.60,
        "drive_gt1_share_pct": 8.84,
    },
    "global_routing": {
        "grt_max_degree": 26,
        "grt_pass1_vias": 1225,
        "grtUsageTotal_pct": 14.0,
        "antenna_found_initial": 0,
        "overflow": 0,
        "grt_pass1_wl_mm": 5.87,
    },
    "job": {
        "tool_warnings": 26,
        "cap_violations": 0,
    },
    "status": {
        "status": "complete, no violations",
    },
    "min_path": {
        "hp-class": "reg -> reg",
    },
}
==> metal layers <==
| layer | part of all wire [%] | GRT usage [%] | up-vias |
|---|---|---|---|
| met5 | 0 | 0 | - |
| met4 | 0.69 | 0.839 | 0 |
| met3 | 4.0 | 2.75 | 2 |
| met2 | 42 | 21.8 | 23 |
| met1 | 53 | 21.6 | 615 |
| li1 | - | - | 668 |
==> cells in the final DEF (no fill, tap or decap), types with 6 or more instances in the layout <==
cell,Yosys,layout
inv_1,6,6
nor2_1,23,23
o21ai_0,19,19
nand2_1,12,12
nor3_1,9,9
a21oi_1,17,17
dfrtp_1,24,24
==> power breakdown <==
part / internal [mW] / leakage [nW] / switching, mW
registers: 0.181 / 0.240 / 0.0116
clock network: 0.0481 / 0.0255 / 0.0585
logic: 0.0129 / 0.284 / 0.0236
total: 0.242 / 0.550 / 0.0938
==> metrics by stage <==
step | std cells | power [mW] | utilization, % | worst slack (ns) | area [um2]
2_1_floorplan | 181 | 0.224 | - | 2.65 | 1570
3_3_place_gp | 244 | 0.233 | 34.0 | 1.85 | 1660
3_5_place_dp | 244 | 0.233 | 34.0 | 1.70 | 1660
4_1_cts | 248 | 0.341 | 35.0 | 1.39 | 1710
5_1_grt | 248 | 0.356 | 35.0 | 1.06 | 1710
6_report | 248 | 0.336 | 35.0 | 1.41 | 1710
==> synthesized netlist by cell type (3+ instances only) <==
master / instances / area (um2)
inv_1: 6 / 22.5
clkbuf_1: 7 / 26.3
nor2_1: 23 / 86.3
nand2_1: 12 / 45.0
nand4_1: 4 / 25.0
a21oi_1: 17 / 85.1
or3_1: 4 / 25.0
nor4_1: 4 / 25.0
or2_2: 3 / 18.8
xor2_1: 4 / 35.0
dfrtp_1: 24 / 601
nor3_1: 9 / 45.0
o21ai_0: 19 / 95.1
==> cell type report <==
cell class / instances / area, um2
clock inverter: 1 / 5.00
tap: 67 / 83.8
timing repair buffer: 5 / 47.5
fill: 517 / 3170
inverter: 6 / 22.5
multi-input combinational: 141 / 880
clock buffer: 3 / 41.3
sequential: 25 / 627
==> worst max-delay path: stages, from the launching register on <==
cell and delay (ns):
dfrtp_1 0.45, inv_1 0.12, ha_1 0.28, nor3b_1 0.60
nand4_1 0.33, nor2_1 0.25, xor2_1 0.15, nor4b_1 0.26
clkdlybuf4s50_1 0.51
==> cell families (layout without fill, tap and decap cells) <==
kind of cell	count (synthesis)	after routing	share of synthesized area (%)
buf+inv	15	15	4.14
simple gates	79	79	29.6
compound gates	54	54	21.4
xor+xnor	6	6	3.34
fa+ha+maj	2	2	1.59
flops	25	25	39.9
==> worst min-delay path by stage <==
stage | from | endpoint | cells past startpoint
after CTS | q_reg[17] | q_reg[17] | 1
after global routing | q_reg[17] | q_reg[17] | 1
final | q_reg[17] | q_reg[17] | 1
Power and IR drop assume default switching activity.
